==> flow/config.mk <==
export PLATFORM = sky130hd
export DESIGN_NAME = ysyx_22050243_mem
export DESIGN_NICKNAME = ysyx_22050243_mem
export VERILOG_FILES = /design/flow/design.v
export SDC_FILE = /design/flow/constraint.sdc
export NUM_CORES = 4
export LEC_CHECK = 1
export CORE_AREA = 10 10 397 397
export DIE_AREA = 0 0 407 407
==> flow/run.sh <==
#!/bin/bash
# OpenROAD 26Q1-2900-gdf79404cd8, Yosys 0.63+post, stock flow scripts
make -C /OpenROAD-flow-scripts/flow DESIGN_CONFIG=/design/flow/config.mk WORK_HOME=/design/flow/orfs finish
==> flow/design.v <==
module ysyx_22050243_MuxKeyInternal #(NR_KEY = 2, KEY_LEN = 1, DATA_LEN = 1, HAS_DEFAULT = 0) (
  output reg [DATA_LEN-1:0] out,
  input [KEY_LEN-1:0] key,
  input [DATA_LEN-1:0] default_out,
  input [NR_KEY*(KEY_LEN + DATA_LEN)-1:0] lut
);
  localparam PAIR_LEN = KEY_LEN + DATA_LEN;
  wire [PAIR_LEN-1:0] pair_list [NR_KEY-1:0];
  wire [KEY_LEN-1:0] key_list [NR_KEY-1:0];
  wire [DATA_LEN-1:0] data_list [NR_KEY-1:0];
  generate
    for (genvar n = 0; n < NR_KEY; n = n + 1) begin
      assign pair_list[n] = lut[PAIR_LEN*(n+1)-1 : PAIR_LEN*n];
      assign data_list[n] = pair_list[n][DATA_LEN-1:0];
      assign key_list[n]  = pair_list[n][PAIR_LEN-1:DATA_LEN];
    end
  endgenerate
  reg [DATA_LEN-1 : 0] lut_out;
  reg hit;
  integer i;
  always @(*) begin
    lut_out = 0;
    hit = 0;
    for (i = 0; i < NR_KEY; i = i + 1) begin
      lut_out = lut_out | ({DATA_LEN{key == key_list[i]}} & data_list[i]);
      hit = hit | (key == key_list[i]);
    end
    if (!HAS_DEFAULT) out = lut_out;
    else out = (hit ? lut_out : default_out);
  end
endmodule
module ysyx_22050243_MuxKey #(NR_KEY = 2, KEY_LEN = 1, DATA_LEN = 1) (
  output [DATA_LEN-1:0] out,
  input [KEY_LEN-1:0] key,
  input [NR_KEY*(KEY_LEN + DATA_LEN)-1:0] lut
);
  ysyx_22050243_MuxKeyInternal #(NR_KEY, KEY_LEN, DATA_LEN, 0) i0 (out, key, {DATA_LEN{1'b0}}, lut);
endmodule
module ysyx_22050243_MuxKeyWithDefault #(NR_KEY = 2, KEY_LEN = 1, DATA_LEN = 1) (
  output [DATA_LEN-1:0] out,
  input [KEY_LEN-1:0] key,
  input [DATA_LEN-1:0] default_out,
  input [NR_KEY*(KEY_LEN + DATA_LEN)-1:0] lut
);
  ysyx_22050243_MuxKeyInternal #(NR_KEY, KEY_LEN, DATA_LEN, 1) i0 (out, key, default_out, lut);
endmodule
module ysyx_22050243_decoder24 (
    input  [1:0]   in,
    output [3:0]   out
);
    genvar i;
    generate for(i = 0; i < 4; i = i+1) assign out[i] = (in == i);
    endgenerate
endmodule
module ysyx_22050243_decoder38 (
    input [2:0]     in,
    output[7:0]     out
);
    genvar i;
    generate for(i = 0; i < 8; i = i+1) assign out[i] = (in == i); 
    endgenerate
endmodule
module ysyx_22050243_decoder532 (
    input [4:0]     in,
    output[31:0]    out
);
    genvar i;
    generate for(i = 0; i < 32; i = i+1) assign out[i] = (in == i); 
    endgenerate
endmodule
module ysyx_22050243_decoder664 (
    input [5:0]     in,
    output[63:0]    out
);
    genvar i;
    generate for(i = 0; i < 64; i = i+1) assign out[i] = (in == i); 
    endgenerate
endmodule
module ysyx_22050243_mem(
    input  wire clk,
    input  wire rst,
    output wire                             mem_allowin,      
    input  wire                             wb_allowin,       
    input  wire                             ex_to_mem_valid,  
    output wire                             mem_to_wb_valid,  
    input  wire [296 - 1:0]    ex_to_mem_bus,
    input  wire                             ex_mmio,
    output wire [356 - 1:0]    mem_to_wb_bus,
    output wire [63:0]                      mem_alu_output,
    output wire [63:0]                      mem_final_rdata,
    output wire                             mem_memread,
    input  wire                             ex_flush,
    input  wire                             ex_ready_go,
    output wire [2:0]                       ex_memop, 
    output wire [7:0]                       ex_wmask,
    output reg                              mem_flush,
    input  wire [63:0]                      mem_doubly_aligned_data,
    input  wire [63:0]                      mem_diff_addr,
    input  wire [63:0]                      mem_diff_data,
    output wire                             mem_ecall,
    output wire [31:0]                      mem_pc,
    input  wire [2:0]                       cache_state
);
    wire          mem_memwrite;
    wire [2:0]    mem_memop;    
    wire [63:0]   mem_reg_wdata;
    wire          mem_mret;
    wire          mem_mmio;
    reg           lb;
    reg           lh;
    reg           lw;
    reg           ld;
    reg           lbu;
    reg           lhu;
    reg           lwu;
    reg           sh;
    reg           sw;
    reg           sd;
    wire          mem_ready_go;  
    wire          mem_reg_wen;
    wire [4:0]    mem_rs1;
    wire [63:0]   mem_alu_input1;
    wire [11:0]   mem_des_csr;
    wire [4:0]    mem_rd;    
    wire          mem_jalr;
    wire [63:0]   mem_wdata_tmp;
    wire [63:0]   mem_wdata;
    reg  [63:0]   mem_reg_wdata;
    reg           mem_valid;
    wire          mem_csrrw;
    wire          mem_csrrs;
    wire          mem_csrrc;
    wire          mem_csrrwi;
    wire          mem_csrrsi;
    wire          mem_csrrci;
    wire          mem_csr_we;
    wire          mem_ebreak;
    wire          mem_timer_int;
    wire [31:0]   mem_instruction;
    wire ex_lb      = (ex_memop == 3'b000);
    wire ex_lh      = (ex_memop == 3'b001);
    wire ex_lw      = (ex_memop == 3'b010);
    wire ex_ld      = (ex_memop == 3'b011);
    wire ex_lbu     = (ex_memop == 3'b100);
    wire ex_lhu     = (ex_memop == 3'b101);
    wire ex_lwu     = (ex_memop == 3'b110);
    wire ex_sh      = (ex_memop[1:0] == 2'b01);
    wire ex_sw      = (ex_memop[1:0] == 2'b10);
    wire ex_sd      = (ex_memop[1:0] == 2'b11);
    assign ex_memop = ex_to_mem_bus[138:136];
    assign mem_ready_go = 1'b1;
    assign mem_allowin      = !mem_valid || mem_ready_go && wb_allowin;
    assign mem_to_wb_valid  = mem_ready_go && mem_valid;
    reg  [296:0]  ex_to_mem_bus_reg; 
    assign { 
        mem_instruction,
        mem_mmio,
        mem_timer_int,
        mem_ebreak,      
        mem_des_csr,     
        mem_alu_input1,  
        mem_rs1,         
        mem_csr_we,      
        mem_mret,        
        mem_ecall,       
        mem_csrrw,       
        mem_csrrs,       
        mem_csrrc,       
        mem_csrrwi,      
        mem_csrrsi,      
        mem_csrrci,      
        mem_jalr,        
        mem_pc,          
        mem_memop,       
        mem_reg_wen,     
        mem_memwrite,    
        mem_memread,     
        mem_rd,          
        mem_alu_output,  
        mem_wdata_tmp    
    } = ex_to_mem_bus_reg;
    assign mem_to_wb_bus = { 
        mem_instruction,
        mem_mmio,
        mem_timer_int,
        mem_ebreak,       
        mem_memwrite,     
        mem_diff_data,    
        mem_diff_addr,    
        mem_des_csr,      
        mem_alu_input1,   
        mem_rs1,          
        mem_csr_we,       
        mem_mret,         
        mem_ecall,        
        mem_csrrw,        
        mem_csrrs,        
        mem_csrrc,        
        mem_csrrwi,       
        mem_csrrsi,       
        mem_csrrci,       
        mem_pc,           
        mem_reg_wen,      
        mem_rd,           
        mem_reg_wdata     
    };   
    always @(*) begin
        if(mem_memread) mem_reg_wdata   = mem_final_rdata;
        else            mem_reg_wdata   = mem_alu_output;
    end
    always @(posedge clk) begin
        if(rst) begin
            mem_valid                   <= 1'b0;      
        end else if(mem_allowin) begin
            mem_valid                   <= ex_to_mem_valid;
        end
        if(rst) begin
            ex_to_mem_bus_reg           <= 'd0;
        end else if(ex_to_mem_valid && mem_allowin) begin
            ex_to_mem_bus_reg[263:0]    <= ex_to_mem_bus[263:0];
            ex_to_mem_bus_reg[264]      <= ex_mmio;
            ex_to_mem_bus_reg[296:265]  <= ex_to_mem_bus[295:264];
            mem_flush                   <= mem_mret | mem_ecall | ex_flush;
        end else if(ex_ready_go) begin
            ex_to_mem_bus_reg[179:179]  <= 1'b0;
            ex_to_mem_bus_reg[135:128]  <= 8'b0;
        end
    end
    reg  [63:0] rawdata; 
    wire [7:0]  ex_addr_lowmask;
    reg  [7:0]  mem_addr_lowmask;
    wire [1:0]  ex_size;
    always @(posedge clk) begin
        lb <= ex_lb;
        lh <= ex_lh;
        lw <= ex_lw;
        ld <= ex_ld;
        lbu <= ex_lbu;
        lhu <= ex_lhu;
        lwu <= ex_lwu;
        mem_addr_lowmask <= ex_addr_lowmask;
    end
    ysyx_22050243_decoder38 decoder_mem (  
        .in     (ex_to_mem_bus[66:64]),
        .out    (ex_addr_lowmask)
    );
    assign mem_final_rdata[7:0]     = rawdata[7:0];  
    assign mem_final_rdata[15:8]    = {8{lb}} & {8{rawdata[7]}} |
                                      {8{lh | lhu}} & rawdata[15:8] | {8{lw | lwu | ld}}  & rawdata[15:8];
    assign mem_final_rdata[31:16]   = {16{lb}} & {16{rawdata[7]}}  |
                                      {16{lh}} & {16{rawdata[15]}} | {16{lw | lwu | ld}} & rawdata[31:16];
    assign mem_final_rdata[63:32]   = {32{lb}} & {32{rawdata[7]}}  |
                                      {32{lh}} & {32{rawdata[15]}} | {32{lw}} & {32{rawdata[31]}} |
                                      {32{ld}} & rawdata[63:32]; 
    assign rawdata      = ld ? mem_doubly_aligned_data :
        (mem_addr_lowmask[3'b000] & (lw | lwu)) ? {32'b0, mem_doubly_aligned_data[31:0]}  :
        (mem_addr_lowmask[3'b100] & (lw | lwu)) ? {32'b0, mem_doubly_aligned_data[63:32]} :
        (mem_addr_lowmask[3'b000] & (lh | lhu)) ? {48'b0, mem_doubly_aligned_data[15:0]}  :
        (mem_addr_lowmask[3'b010] & (lh | lhu)) ? {48'b0, mem_doubly_aligned_data[31:16]} :
        (mem_addr_lowmask[3'b100] & (lh | lhu)) ? {48'b0, mem_doubly_aligned_data[47:32]} :
        (mem_addr_lowmask[3'b110] & (lh | lhu)) ? {48'b0, mem_doubly_aligned_data[63:48]} :
        (mem_addr_lowmask[3'b000] & (lb | lbu)) ? {56'b0, mem_doubly_aligned_data[7:0]}   :
        (mem_addr_lowmask[3'b001] & (lb | lbu)) ? {56'b0, mem_doubly_aligned_data[15:8]}  :
        (mem_addr_lowmask[3'b010] & (lb | lbu)) ? {56'b0, mem_doubly_aligned_data[23:16]} :
        (mem_addr_lowmask[3'b011] & (lb | lbu)) ? {56'b0, mem_doubly_aligned_data[31:24]} :
        (mem_addr_lowmask[3'b100] & (lb | lbu)) ? {56'b0, mem_doubly_aligned_data[39:32]} :
        (mem_addr_lowmask[3'b101] & (lb | lbu)) ? {56'b0, mem_doubly_aligned_data[47:40]} :
        (mem_addr_lowmask[3'b110] & (lb | lbu)) ? {56'b0, mem_doubly_aligned_data[55:48]} :
        (mem_addr_lowmask[3'b111] & (lb | lbu)) ? {56'b0, mem_doubly_aligned_data[63:56]} : 64'b0;
    assign ex_wmask[0]  = ex_addr_lowmask[3'b000] | ex_sd;
    assign ex_wmask[1]  = ex_addr_lowmask[3'b001] | ex_addr_lowmask[3'b000] & (ex_sh|ex_sw) | ex_sd;
    assign ex_wmask[2]  = ex_addr_lowmask[3'b010] | ex_addr_lowmask[3'b000] & ex_sw | ex_sd;
    assign ex_wmask[3]  = ex_addr_lowmask[3'b011] | ex_addr_lowmask[3'b010] & ex_sh |
                          ex_addr_lowmask[3'b000] & ex_sw | ex_sd;
    assign ex_wmask[4]  = ex_addr_lowmask[3'b100] | ex_sd;
    assign ex_wmask[5]  = ex_addr_lowmask[3'b101] | ex_addr_lowmask[3'b100] & (ex_sh|ex_sw) | ex_sd;
    assign ex_wmask[6]  = ex_addr_lowmask[3'b110] | ex_addr_lowmask[3'b100] & ex_sw | ex_sd;
    assign ex_wmask[7]  = ex_addr_lowmask[3'b111] | ex_addr_lowmask[3'b110] & ex_sh | 
                          ex_addr_lowmask[3'b100] & ex_sw | ex_sd;
endmodule
==> flow/constraint.sdc <==
current_design ysyx_22050243_mem

set clk_period 13.3
set clk_io_pct 0.2

create_clock -name clk0 -period $clk_period [get_ports {clk}]

set non_clock_inputs [all_inputs -no_clocks]
set_input_delay [expr $clk_period * $clk_io_pct] -clock clk0 $non_clock_inputs
set_output_delay [expr $clk_period * $clk_io_pct] -clock clk0 [all_outputs]
==> impl.org <==
#+TITLE: Physical design notes

** Synth
- Per the synthesis report, the number of distinct cell types is 50.
- Count of flip-flops with a built-in enable after synthesis :: 1
- Synth Area in Simple Gates :: 23.92%
- Synthesis Warnings :: 2
- Register bit total from synthesis :: 246
- Fraction of the yosys area taken by sequential cells :: 39.31%
- Synthesized area :: 0.01255 mm^2
- Summed over all instances, the cell type with the most area after synthesis is sky130_fd_sc_hd__dfxtp_1.
- Yosys stat chip area :: 0.01255 mm^2
- After Yosys synthesis, full adders, half adders and majority gates account for 0.3986% of the synthesized area.
- Of the post-synthesis cell area, the part taken by muxes is 0.2691%.
- The average instance in the mapped netlist occupies 7.150 um^2.
- Compound-Gate Fraction of Synth Area :: 21.24%
- Fraction of synthesized cell area in xor and xnor cells :: 0%
- The top cell type by area accounts for 39.07% of the synthesized area.
- Flip-flop cell with the highest count after synthesis :: sky130_fd_sc_hd__dfxtp_1
- For this design, Yosys synthesis ends with a cell count of 1,756.
- In the synthesized netlist, the dominant kind of combinational cell is simple AND/OR/NAND/NOR gates.
- Per the synth stats, the proportion of register bits with asynchronous set or reset is 0%.
- Main area contributors after synthesis :: sky130_fd_sc_hd__dfxtp_1 39%, sky130_fd_sc_hd__nand2_1 17%, sky130_fd_sc_hd__a21oi_1 11%
- After technology mapping, the gate count stands at 1,756.

** Worst setup path
- The worst setup path is launched from a primary input.
- Category of cells accounting for the largest share of critical-path delay :: AND-OR/OR-AND gates
- Reg2reg start :: mem_valid
- The critical path maximum fanout is 29.
- The worst setup path is of the primary input to output port kind.
- Sequence of cells on the critical path :: clkdlybuf4s50_1 > a21oi_1 > a221oi_1 > o211ai_1 > a211oi_1 > nor3_4 > buf_4 > a31oi_1 > clkdlybuf4s50_1
- Counting cells, the worst reg-to-reg path comes to 6.
- Data on the critical path is required at its endpoint by 10.64 ns.
- Critical path's most frequent cell :: sky130_fd_sc_hd__clkdlybuf4s50_1
- Across all register-to-register paths, the minimum setup slack is 10.28 ns.
- Largest stage delay, worst path :: 0.80 ns
- The number of buffers and inverters on the critical path is 3.
- Worst Path Arrival :: 6.16 ns
- On the critical path, the stage with the largest delay is an instance of sky130_fd_sc_hd__a211oi_1.
- Reg2Reg Capture Point :: ex_to_mem_bus_reg[89]
- STA classifies the critical path endpoint as an output port.

** Final timing
- Setup repair after global routing left no endpoint under its margin.
- Ratio of final minimum period to clock period :: 66.30%
- Worst slew pin tran :: 0.9130 ns
- Counting endpoints that fail hold in the final report gives 0.
- Peak clock frequency supported by timing :: 0.1134 GHz
- Worst rel slew slack :: 38.77%
- Setup slack on the critical path of the routed design comes to 4.482 ns.
- Across the routed clock network, the largest skew measured is 0.03897 ns.
- For the finished layout, the period the worst path requires is 8.818 ns.
- Number of max-slew violations in the final report :: 0
- The most critical hold endpoint after final layout shows a slack of 0.4518 ns.
- Number of setup violations in the final report :: 0
- Setup total negative slack on the finished layout was measured at 0 ns.

** Place
- Sum of net half-perimeters after detailed placement :: 93.59 mm
- The buffer_ports step reported a buffer count of 705.
- RePlAce Congestion :: 0.9085
- Setup slack on the worst path after placement came out at 4.549 ns.

** Die
- 1,030 I/O pins were placed.
- The share of the core area taken by cells at floorplan is 8.462%.
- Chip width :: 407 um
- The vertical die dimension reported for this design is 407 um.
- After floorplanning, the die was sized to cover 0.1656 mm^2.
- For reference, the placement row count at floorplan is 141.
- Core Box Area :: 0.1484 mm^2

** Power
- LEAKAGE :: 7.675 nW
- Largest vdd supply drop :: 84.23 uV
- Total power divided by cell area :: 106.1 mW/mm^2

** Worst hold path
- STA shows the worst min-delay path finishing at ex_to_mem_bus_reg[196].
- Worst hold path depth :: 2
- Critical hold path startpoint :: ex_to_mem_bus_reg[196]
- Hold/Removal Path Class :: register to register

** Run
- Warnings raised by the tools during the run amount to 100.
- Number of violations of the max-capacitance limit :: 0

** Clock tree
- Clock latency reported for the late side of the worst-skew pair :: 0.61 ns
- After clock tree synthesis, the setup repair step added 0 buffers.
- TritonCTS built the clock tree.
- On the reported timing paths, the clock transition at the registers reads 0.05 ns.
- Gates resized during post-CTS repair numbered 0.
- Clock root buffer :: sky130_fd_sc_hd__clkbuf_16
- Clk sink count :: 246
- Level count of the clock H-tree :: 2
- Counting the buffers created by CTS gives 36.
- Max Root-Sink Buffers :: 3
- In this run, post-CTS hold repair placed 0 buffers.

** Final layout
- Area growth from synthesis to layout :: 74.36%
- Fill cells :: 16.80k
- Layout cell share with drive strength beyond 1 :: 5.179%
- The register with the most flip-flops in the layout has 229 of them.

** Detailed routing
- For this run, design rule violations remaining after detail routing come to 0.
- Number of detailed-routing iterations run before antenna repair :: 7
- Per the detailed-route log, wirelength across all metal layers totals 110.9 mm.
- Per the post-route antenna check, the number of violating nets is 0.
- For this block, the via count after detailed routing is 14.80k.
- Dividing the detail-routed wire length by the instance count gives 25.93 um.
- Number of violations reported at the end of detailed-routing iteration 0 :: 1,097
- Vias per inst :: 3.459

** Global routing
- The via count of the first global-routing pass came to 14.19k.
- Antenna violations before repair :: 49
- The first global-routing pass estimated 139.3 mm of wire.
- Global routing finished with a remaining overflow of 0.
- Total global-route track usage :: 12.74%
- Maximum number of pins on one net before global-route repair :: 109

** Run status
- The run finished with clean final reports.
## Yosys cell counts (3+ instances only)
cell / instances
sky130_fd_sc_hd__dfxtp_1: 245
sky130_fd_sc_hd__a222oi_1: 3
sky130_fd_sc_hd__nor3b_1: 6
sky130_fd_sc_hd__and2_1: 4
sky130_fd_sc_hd__a221oi_1: 25
sky130_fd_sc_hd__and3_1: 12
sky130_fd_sc_hd__nor2_1: 83
sky130_fd_sc_hd__a21oi_1: 273
sky130_fd_sc_hd__a22o_1: 5
sky130_fd_sc_hd__o211ai_1: 12
sky130_fd_sc_hd__buf_1: 9
sky130_fd_sc_hd__buf_2: 13
sky130_fd_sc_hd__mux2_2: 3
sky130_fd_sc_hd__a311o_1: 3
sky130_fd_sc_hd__nor3_1: 11
sky130_fd_sc_hd__inv_1: 9
sky130_fd_sc_hd__nand3b_1: 11
sky130_fd_sc_hd__o21ai_0: 14
sky130_fd_sc_hd__buf_4: 177
sky130_fd_sc_hd__a31oi_1: 59
sky130_fd_sc_hd__o32ai_1: 6
sky130_fd_sc_hd__clkbuf_1: 106
sky130_fd_sc_hd__nor2b_1: 20
sky130_fd_sc_hd__or4_1: 4
sky130_fd_sc_hd__o21a_1: 6
sky130_fd_sc_hd__or2_2: 7
sky130_fd_sc_hd__ha_1: 4
sky130_fd_sc_hd__nand2_1: 563
sky130_fd_sc_hd__nand2b_1: 5
sky130_fd_sc_hd__a22oi_1: 13
sky130_fd_sc_hd__o22ai_1: 13
sky130_fd_sc_hd__o2bb2ai_1: 3
sky130_fd_sc_hd__or3_1: 3
sky130_fd_sc_hd__a211o_1: 5
## worst reg2reg max path: stages (launching register included)
cell and delay, ns:
sky130_fd_sc_hd__dfxtp_1 0.40, sky130_fd_sc_hd__nand2b_1 0.24, sky130_fd_sc_hd__nand2_4 0.54, sky130_fd_sc_hd__buf_4 0.68, sky130_fd_sc_hd__buf_4 0.74, sky130_fd_sc_hd__nand2_1 0.22, sky130_fd_sc_hd__a21oi_1 0.16
## layout by cell type, fill, tap and decap left out, types with 18 or more instances in the layout
cell / synthesis / layout
sky130_fd_sc_hd__a221oi_1: 25 / 25
sky130_fd_sc_hd__diode_2: 0 / 18
sky130_fd_sc_hd__nor2_1: 83 / 82
sky130_fd_sc_hd__clkbuf_16: 0 / 37
sky130_fd_sc_hd__a21oi_1: 273 / 272
sky130_fd_sc_hd__buf_4: 177 / 41
sky130_fd_sc_hd__nor2b_1: 20 / 20
sky130_fd_sc_hd__dfxtp_1: 245 / 243
sky130_fd_sc_hd__nand2_1: 563 / 562
sky130_fd_sc_hd__a31oi_1: 59 / 59
sky130_fd_sc_hd__clkdlybuf4s50_1: 0 / 704
## metrics by stage
step / instances / util (%) / power [mW] / area (um^2)
after detailed placement: 4200 / 13.91 / 1.363 / 20640
after global placement: 4200 / 13.91 / 1.364 / 20640
after global routing: 4266 / 14.73 / 2.438 / 21860
after floorplan: 1756 / - / 0.9810 / 12550
after CTS: 4261 / 14.72 / 2.388 / 21840
final: 4279 / 14.75 / 2.322 / 21890
## where the power goes
part | internal (mW) | total, mW | switching (mW) | leakage (nW)
logic | 0.272 | 0.513 | 0.242 | 5.07
clock network | 0.570 | 0.988 | 0.418 | 0.582
registers | 0.781 | 0.821 | 0.0401 | 2.03
## final cells by class
type                       count  area, um^2  area share [%]
clock inverter                13       172.7          0.7888
multi-input combinational   1194        5769           26.36
sequential                   246        4940           22.57
clock buffer                  48        1027           4.693
tap                         2002        2505           11.44
timing repair buffer         747        7390           33.76
antenna                       18       45.04          0.2058
inverter                      11       41.29          0.1886
## layer usage
metal	share of wire, %	wire, um	global-route usage (%)
met1	36	40360	14.40
met2	45	50020	19.97
met3	15	16190	7.611
met4	3.7	4076	3.997
met5	0.26	290	0
## cells by family after synthesis
kind of cell / count (synthesis)
compound gates: 453
fa+ha+maj: 4
buf+inv: 316
flops: 246
mux: 3
simple gates: 734
## worst max path at each step
stage                          startpoint                end  cells after the start
CTS           mem_doubly_aligned_data[55]  mem_to_wb_bus[63]                      9
global route  mem_doubly_aligned_data[55]  mem_to_wb_bus[55]                      9
finish        mem_doubly_aligned_data[55]  mem_to_wb_bus[55]                      9
Power and IR drop assume default switching activity.
