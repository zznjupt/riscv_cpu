$ cat /design/flow/config.mk
export PLATFORM = sky130hd
export DESIGN_NAME = ysyx_22050243_axi_rw
export DESIGN_NICKNAME = ysyx_22050243_axi_rw
export VERILOG_FILES = /design/flow/design.v
export SDC_FILE = /design/flow/constraint.sdc
export NUM_CORES = 4
export LEC_CHECK = 1
export CORE_AREA = 10 10 343 343
export DIE_AREA = 0 0 353 353
$ cat /design/flow/constraint.sdc
current_design ysyx_22050243_axi_rw

set clk_period 12.5
set clk_io_pct 0.2

create_clock -name clk0 -period $clk_period [get_ports {clk}]

set non_clock_inputs [all_inputs -no_clocks]
set_input_delay [expr $clk_period * $clk_io_pct] -clock clk0 $non_clock_inputs
set_output_delay [expr $clk_period * $clk_io_pct] -clock clk0 [all_outputs]
$ cat /design/flow/design.v
module ysyx_22050243_axi_rw # (
    parameter RW_DATA_WIDTH     = 64,
    parameter RW_ADDR_WIDTH     = 64, 
    parameter AXI_DATA_WIDTH    = 64,
    parameter AXI_ADDR_WIDTH    = 64, 
    parameter AXI_ID_WIDTH      = 4,
    parameter AXI_STRB_WIDTH    = AXI_DATA_WIDTH/8,
    parameter AXI_USER_WIDTH    = 1
)(
    input                               clk,
    input                               rst,
    input [63:0]                        d_req_addr,
    input [7:0]                         d_req_strb,
    input [128 - 1:0]      d_req_data,
    input                               d_req_wen,
    input                               d_req_valid,
    output                              d_res_valid,
    output reg[128 - 1:0]  d_mrdata,
    input [63:0]                        i_req_addr,
    input                               i_req_valid,
    output                              i_res_valid,
    output reg[128-1:0]    i_mrdata,
    input                               axi_aw_ready_i,              
    output                              axi_aw_valid_o,
    output [AXI_ADDR_WIDTH-1:0]         axi_aw_addr_o,
    output [2:0]                        axi_aw_prot_o,
    output [AXI_ID_WIDTH-1:0]           axi_aw_id_o,
    output [AXI_USER_WIDTH-1:0]         axi_aw_user_o,
    output [7:0]                        axi_aw_len_o,
    output [2:0]                        axi_aw_size_o,
    output [1:0]                        axi_aw_burst_o,
    output                              axi_aw_lock_o,
    output [3:0]                        axi_aw_cache_o,
    output [3:0]                        axi_aw_qos_o,
    output [3:0]                        axi_aw_region_o,
    input                               axi_w_ready_i,                
    output                              axi_w_valid_o,
    output [AXI_DATA_WIDTH-1:0]         axi_w_data_o,
    output [AXI_DATA_WIDTH/8-1:0]       axi_w_strb_o,
    output                              axi_w_last_o,
    output [AXI_USER_WIDTH-1:0]         axi_w_user_o,
    output                              axi_b_ready_o,                
    input                               axi_b_valid_i,
    input  [1:0]                        axi_b_resp_i, 
    input  [AXI_ID_WIDTH-1:0]           axi_b_id_i,
    input  [AXI_USER_WIDTH-1:0]         axi_b_user_i,
    input                               axi_ar_ready_i,            
    output                              axi_ar_valid_o,
    output [AXI_ADDR_WIDTH-1:0]         axi_ar_addr_o,
    output [2:0]                        axi_ar_prot_o,
    output [AXI_ID_WIDTH-1:0]           axi_ar_id_o,
    output [AXI_USER_WIDTH-1:0]         axi_ar_user_o,
    output [7:0]                        axi_ar_len_o,
    output [2:0]                        axi_ar_size_o,
    output [1:0]                        axi_ar_burst_o,
    output                              axi_ar_lock_o,
    output [3:0]                        axi_ar_cache_o,
    output [3:0]                        axi_ar_qos_o,
    output [3:0]                        axi_ar_region_o,
    output                              axi_r_ready_o,                 
    input                               axi_r_valid_i,                
    input  [1:0]                        axi_r_resp_i, 
    input  [AXI_DATA_WIDTH-1:0]         axi_r_data_i,
    input                               axi_r_last_i,
    input  [AXI_ID_WIDTH-1:0]           axi_r_id_i,
    input  [AXI_USER_WIDTH-1:0]         axi_r_user_i
);
    parameter [2:0] W_IDLE  = 3'b000;
    parameter [2:0] W_ADDR  = 3'b001;
    parameter [2:0] W_WRITE = 3'b010;
    parameter [2:0] W_WRITE_WAIT = 3'b101;
    parameter [2:0] W_RESP  = 3'b011;
    parameter [2:0] W_DONE  = 3'b100;
    parameter [2:0] R_IDLE  = 3'b000;
    parameter [2:0] R_INST_ADDR = 3'b001;
    parameter [2:0] R_INST_READ = 3'b010;
    parameter [2:0] R_DATA_ADDR = 3'b011;
    parameter [2:0] R_DATA_READ = 3'b100;
    parameter [2:0] R_INST_DONE = 3'b101;
    parameter [2:0] R_DATA_DONE = 3'b110;
    wire r_trans = 1'b1; 
    wire w_valid = d_req_wen & d_req_valid;
    wire r_valid = i_req_valid | d_req_valid;
    wire data_read = d_req_valid & !d_req_wen;
    wire inst_read = i_req_valid;
    reg mmio_rdone;
    reg mmio_wdone;
    wire aw_hs = axi_aw_ready_i & axi_aw_valid_o;
    wire ar_hs = axi_ar_ready_i & axi_ar_valid_o;
    wire w_hs  = axi_w_ready_i  & axi_w_valid_o;
    wire b_hs  = axi_b_ready_o  & axi_b_valid_i;
    wire r_hs  = axi_r_ready_o  & axi_r_valid_i;
    wire is_mmio = d_req_addr[31:28] == 4'ha && d_req_valid;
    wire w_done_first = w_hs;
    wire w_done_last  = w_hs & axi_w_last_o;
    wire r_done = r_hs & axi_r_last_i;
    wire trans_done = d_req_wen ? b_hs : r_done; 
    wire [AXI_DATA_WIDTH-1:0] r_addr =  
    r_state == R_INST_ADDR ? i_req_addr & 64'hffffffff_fffffff0 :
    r_state == R_DATA_ADDR ? is_mmio ? d_req_addr : d_req_addr & 64'hfffffffffffffff0 :
    0;
    reg[2:0] w_state;
    reg[2:0] r_state;
    wire w_state_addr  = (w_state == W_ADDR);
    wire w_state_resp  = 1'b1;
    wire w_state_write = (w_state == W_WRITE | w_state == W_WRITE_WAIT); 
    wire r_state_addr  = (r_state == R_INST_ADDR | r_state == R_DATA_ADDR);
    wire r_state_read  = (r_state == R_INST_READ | r_state == R_DATA_READ);
    assign i_res_valid = (r_state == R_INST_DONE);
    assign d_res_valid = (r_state == R_DATA_DONE & !is_mmio) 
    | (r_state == R_DATA_DONE & mmio_rdone  & is_mmio)
    ? 1'b1 : (w_state == W_DONE & !is_mmio) 
    | (w_state == W_DONE & is_mmio & mmio_wdone)
    ? w_valid : 1'b0;
    always @(posedge clk)begin
        if(rst)begin
            w_state <= W_IDLE;
            mmio_wdone <= 1'b0;
        end else begin
            if(w_valid | b_hs | w_state == W_DONE)begin
                case(w_state)
                    W_IDLE:begin
                      w_state <= W_ADDR;
                      mmio_wdone <= 1'b0;
                    end
                    W_ADDR: if(aw_hs) w_state <= W_WRITE;
                    W_WRITE:if(w_done_first)w_state  <= is_mmio ? W_RESP : W_WRITE_WAIT; 
                    W_WRITE_WAIT:if(w_done_last)w_state <= W_RESP; 
                    W_RESP:begin
                      if(b_hs)begin
                        w_state <= W_DONE;
                        if(is_mmio)begin
                          mmio_wdone <= 1'b1;
                        end
                      end
                    end
                    W_DONE:begin
                      w_state <= W_IDLE;
                    end
                    default:          w_state <= W_IDLE;
                endcase
            end
        end
    end
    always @(posedge clk)begin
        begin
            if(r_valid)begin
                case(r_state)
                    R_IDLE: begin
                        mmio_rdone <= 1'b0;
                        if(inst_read)        r_state <= R_INST_ADDR; 
                        else if(data_read)   r_state <= R_DATA_ADDR;
                    end
                    R_INST_ADDR: if(ar_hs)   r_state <= R_INST_READ;
                    R_INST_READ:
                      if(r_done)begin
                        r_state <= R_INST_DONE;
                        i_mrdata[127:64] <= axi_r_data_i;
                      end else if(r_hs)i_mrdata[63:0] <= axi_r_data_i;
                    R_DATA_ADDR: if(ar_hs)   r_state <= R_DATA_READ;
                    R_DATA_READ:
                      if(r_done)begin
                        r_state <= R_DATA_DONE;
                        if(is_mmio)begin
                          d_mrdata[63:0]   <= axi_r_data_i;
                          mmio_rdone <= 1'b1;
                        end else d_mrdata[127:64] <= axi_r_data_i;
                      end else if(r_hs)d_mrdata[63:0] <= axi_r_data_i;
                    R_INST_DONE: begin
                        r_state <= R_IDLE;
                    end
                    R_DATA_DONE: begin
                        r_state <= R_IDLE;
                    end
                    default:     r_state <= R_IDLE;
                endcase
            end
        end
    end
    parameter AXI_SIZE      = $clog2(AXI_DATA_WIDTH / 8);
    parameter MMIO_SIZE_R   = $clog2(AXI_DATA_WIDTH / 8);
    parameter MMIO_SIZE_W   = $clog2(32 / 8);
    wire [AXI_ID_WIDTH-1:0] axi_id              = {AXI_ID_WIDTH{1'b0}};
    wire [AXI_USER_WIDTH-1:0] axi_user          = {AXI_USER_WIDTH{1'b0}};
    wire [7:0] axi_wlen     = 8'b1;
    wire [7:0] axi_rlen     = 8'b1;
    wire [2:0] axi_size     = AXI_SIZE[2:0];
    wire [2:0] mmio_size_r    = MMIO_SIZE_R[2:0];
    wire [2:0] mmio_size_w    = MMIO_SIZE_W[2:0];
    assign axi_aw_valid_o   = w_state_addr;
    assign axi_aw_addr_o    = d_req_addr;
    assign axi_aw_prot_o    = 3'b000; 
    assign axi_aw_id_o      = axi_id;                                                                     
    assign axi_aw_user_o    = axi_user;                                                                          
    assign axi_aw_len_o     = is_mmio & d_req_wen ? 0 : axi_wlen;
    assign axi_aw_size_o    = is_mmio & d_req_wen ? mmio_size_w : axi_size;
    assign axi_aw_burst_o   = 2'b01;                                                             
    assign axi_aw_lock_o    = 1'b0;                                                                              
    assign axi_aw_cache_o   = 4'b0010;                                   
    assign axi_aw_qos_o     = 4'h0;                                                                              
    assign axi_aw_region_o  = 4'h0;                                                                              
    assign axi_w_valid_o    = w_state_write; 
    assign axi_w_data_o     = w_state == W_WRITE ? 
    (is_mmio & d_req_wen ? {2{d_req_data[31:0]}} : d_req_data[63:0]): d_req_data[127:64];
    assign axi_w_strb_o     = d_req_strb;
    assign axi_w_last_o     = (w_state == W_WRITE_WAIT |
    (is_mmio & d_req_wen & w_state == W_WRITE))
    ? 1'b1 : 1'b0;
    assign axi_w_user_o     = axi_user;                                                                          
    assign axi_b_ready_o    = w_state_resp;
    assign axi_ar_valid_o   = r_state_addr;
    assign axi_ar_addr_o    = r_addr;
    assign axi_ar_prot_o    = 3'b000; 
    assign axi_ar_id_o      = axi_id;         
    assign axi_ar_user_o    = axi_user;                                                                          
    assign axi_ar_len_o     = is_mmio & !d_req_wen & !i_req_valid ? 0 : axi_rlen;
    assign axi_ar_size_o    = is_mmio & !d_req_wen & !i_req_valid ? mmio_size_r : axi_size;
    assign axi_ar_burst_o   = 2'b01;
    assign axi_ar_lock_o    = 1'b0;                                                                              
    assign axi_ar_cache_o   = 4'b0010;                                  
    assign axi_ar_qos_o     = 4'h0;                                                                              
    assign axi_r_ready_o    = r_state_read;
endmodule
$ cat /design/flow/run.sh
#!/bin/bash
# OpenROAD 26Q1-2900-gdf79404cd8, Yosys 0.63+post, stock flow scripts
make -C /OpenROAD-flow-scripts/flow DESIGN_CONFIG=/design/flow/config.mk WORK_HOME=/design/flow/orfs finish
==> summary.rpt <==
IMPLEMENTATION SUMMARY REPORT
----------------------------------------------------
[Status]
  Result of the run ........................ completed

[Clock network]
  Library cell used as clock root buffer ........................ clkbuf_16
  CTS tree ........................ built
  Hold-fix buffer count after cts ........................ 0
  Clk ins delay skew pair ........................ 0.60 ns
  Clock Sinks ........................ 271
  Maximum level of the CTS H-tree ........................ 1
  Post-CTS setup-driven buffer insertion count ........................ 0
  CTS clock-pin slew for the worst setup and hold paths ........................ 0.06 ns
  Post_cts resized ........................ 0
  Total clock buffers created by CTS ........................ 30
  Maximum number of buffers from clock root to sink ........................ 3

[Yosys]
  Count of cell types in the netlist ........................ 38
  Share of the yosys chip area belonging to registers ........................ 70.8%
  Synth Cell Area ........................ 0.0113 mm^2
  Instance count of the mapped netlist ........................ 749
  Total of flip-flops plus latches after synthesis ........................ 271
  Total number of yosys warnings ........................ 5
  Yosys synthesis chip area ........................ 0.0113 mm^2
  Avg Cell Area, Syn ........................ 15.1 um^2
  Yosys Instances ........................ 749

[Floorplanning]
  Die Size ........................ 0.125 mm^2
  Row count ........................ 122
  Die width ........................ 353 um
  Placeable core region ........................ 0.110 mm^2
  Die Y-Extent ........................ 353 um
  Boundary Pins ........................ 886
  Initial standard-cell utilization of the core ........................ 10.2%

[Routing]
  Routed vias ........................ 9706
  Sum of routed wire length over all layers ........................ 87500 um
  Number of vias per cell ........................ 3.25
  Count of unresolved DRC violations after routing ........................ 0
  Starting DRC count in detailed routing ........................ 662
  Number of detailed-routing iterations run before antenna repair ........................ 4
  Average wire per cell in the routed design ........................ 29.3 um
  Final ANT Viol Nets ........................ 0

[Placed design]
  Number of port buffers ........................ 784
  Routability congestion estimate ........................ 0.969
  Worst slack after detailed placement ........................ 4.77 ns
  Final HPWL DP ........................ 74200 um
  Post-place instance area ........................ 0.0202 mm^2

[Setup path]
  Crit path max fanout ........................ 30
  FF-to-FF setup slack ........................ 9.81 ns
  Setup Crit Path Kind ........................ input pin to output port
  Source of the worst register-to-register timing path ........................ r_state[1]
  Data required time at the worst endpoint ........................ 10.00 ns
  Crit end category ........................ output port
  Startpoint type of the worst setup path ........................ input pin
  Data arrival time of the critical path ........................ 5.33 ns
  Reg2reg end ........................ d_mrdata[54]
  Number of cells traversed by the worst register-to-register path ........................ 4

[STA]
  Worst slew margin relative to its limit ........................ 51.0%
  Clock period minus final worst setup slack ........................ 7.83 ns
  Worst Hold Slack ........................ 0.465 ns
  Final Worst Setup Slack ........................ 4.67 ns
  Total negative setup slack ........................ 0 ns
  Largest clock skew in the final design ........................ 0.0426 ns
  Setup repair after global routing missed its margin ........................ false
  Final hold violation count ........................ 0
  Final worst-path cycle share ........................ 62.6%
  Number of pins with negative max-slew slack in the final report ........................ 0
  Highest attainable clock frequency ........................ 128 MHz
  Actual slew at the worst max-slew pin ........................ 0.733 ns
  Final setup violation count ........................ 0

[Pwr]
  Clk network pwr share ........................ 42.0%
  Pwr per Cell Area ........................ 102 mW/mm^2
  Internal Power ........................ 1.68 mW
  Max IR drop VDD ........................ 59.3 uV
  Net switching share of the total power ........................ 22.5%
  Switching power ........................ 488 uW
  Flop pwr share ........................ 46.0%
  Part of the total power dissipated in combinational logic ........................ 12.1%
  Static leakage ........................ 6.99 nW

[Final layout]
  # fillers ........................ 11900
  Final cell utilization of the core ........................ 19.2%
  Non-Filler Cell Area, Final ........................ 0.0212 mm^2
  Layout cell share with drive strength beyond 1 ........................ 7.21%
  Area growth syn-to-layout ........................ 87.5%
  Top cell excl fill/tap ........................ clkdlybuf4s50_1
  Top logic cells by instance count in the layout ........................ clkdlybuf4s50_1, edfxtp_1, conb_1

[Global route]
  Grt total ovfl ........................ 0
  Global-route wire length before repair ........................ 110000 um
  Overall global routing resource usage ........................ 13.6%
  Number of antenna violations at the first check in global routing ........................ 43
  Maximum number of pins on one net before global-route repair ........................ 51
  Vias in the first global route ........................ 9927

[Worst hold path]
  Hold crit path type ........................ flip-flop to flip-flop
  Terminating pin of the worst hold path ........................ r_state[3]
  Hold-critical path depth ........................ 2
  Startpoint of the tightest hold check path ........................ r_state[3]

[Run]
  # Max-Cap Violations ........................ 0
  Warning total across the stage logs ........................ 43

----------------------------------------------------
==> cell usage after synthesis (all sizes together) <==
master,count,share of area [%]
o21a,1,0.066
a2111oi,1,0.13
dfxtp,14,2.5
buf,162,10
a21o,1,0.066
a32o,4,0.35
a211oi,1,0.066
or2,3,0.17
o21ai,39,1.7
a21oi,35,1.6
nand4bb,1,0.10
a41oi,30,2.3
o41ai,1,0.078
and4bb,1,0.11
o211a,1,0.089
conb,2,0.066
o2111ai,1,0.078
nor2,35,1.2
a22o,60,4.7
inv,5,0.17
a211o,2,0.16
nand3,4,0.18
edfxtp,257,68
and2,2,0.11
nand2,13,0.43
nand2b,2,0.11
nand4,2,0.11
and3,5,0.28
and4b,1,0.089
nand3b,4,0.27
clkbuf,23,0.76
mux2,32,3.2
a31oi,3,0.17
nor2b,1,0.055
==> metal layers <==
metal / routed length, um / up-vias / track usage [%]
met5: 63 / - / 0
met4: 1250 / 10 / 1.92
met3: 13800 / 112 / 9.64
met2: 43000 / 697 / 22.7
met1: 29400 / 4779 / 14.2
li1: - / 4108 / -
==> layout make-up <==
type	count	area, um^2	area share [%]
Tap cell	1488	1860	8.78
Inverter	5	18.8	0.0886
Multi-Input combinational cell	353	2320	11.0
Clock buffer	39	806	3.80
Sequential cell	271	8010	37.8
Timing Repair Buffer	801	7970	37.6
Clock inverter	16	186	0.880
Antenna cell	12	30.0	0.142
==> metrics by stage <==
| step | power (mW) | cells |
|---|---|---|
| after floorplan | 1.07 | 814 |
| after global placement | 1.28 | 2918 |
| after detailed placement | 1.28 | 2918 |
| after CTS | 2.21 | 2973 |
| after global routing | 2.24 | 2980 |
| final | 2.16 | 2985 |
==> worst max-delay path by stage <==
stage | startpoint | endpoint | slack (ns)
after CTS | d_req_addr[31] | axi_w_data_o[59] | 4.74
after global routing | d_req_addr[31] | axi_w_data_o[59] | 4.61
final | d_req_addr[31] | axi_w_data_o[62] | 4.67
==> power by group through the flow <==
stage	clock network [mW]	registers, mW	logic, mW
after CTS	0.944	0.994	0.268
after global routing	0.966	0.994	0.278
final	0.907	0.994	0.261
==> critical path, cell delays in order <==
cell             delay (ns)
clkdlybuf4s50_1        0.62
and4bb_2               0.45
buf_4                  0.46
a41oi_1                0.44
a21oi_1                0.28
clkdlybuf4s50_1        0.50
==> state kept, by name, summed over array words and instances (netlist names) <==
signal      flops
mmio_rdone      1
mmio_wdone      1
d_mrdata      128
r_state         7
i_mrdata      128
w_state         6
==> logic make-up (layout without fill, tap and decap cells) <==
logic type / Yosys count / count (layout) / share of synthesized area, %
flops: 271 / 271 / 70.8
buf+inv: 190 / 861 / 11.3
compound gates: 180 / 180 / 11.5
simple gates: 74 / 74 / 3.17
mux: 32 / 32 / 3.19
other cells: 2 / 79 / 0.0665
Power is estimated from default activity; no workload was simulated.
